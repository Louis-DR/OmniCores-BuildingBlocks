==> /design/flow/design.v <==
module bcd_to_binary #(
  parameter WIDTH_BCD    = 8,
  parameter WIDTH_BINARY = ( 
  (WIDTH_BCD ==   1) ?  4 : 
  (WIDTH_BCD ==   2) ?  7 : 
  (WIDTH_BCD ==   3) ? 10 : 
  (WIDTH_BCD ==   4) ? 14 : 
  (WIDTH_BCD ==   5) ? 17 : 
  (WIDTH_BCD ==   6) ? 20 : 
  (WIDTH_BCD ==   7) ? 24 : 
  (WIDTH_BCD ==   8) ? 27 : 
  (WIDTH_BCD ==   9) ? 30 : 
  (WIDTH_BCD ==  10) ? 34 : 
  (WIDTH_BCD ==  11) ? 37 : 
  (WIDTH_BCD ==  12) ? 40 : 
  (WIDTH_BCD ==  13) ? 44 : 
  (WIDTH_BCD ==  14) ? 47 : 
  (WIDTH_BCD ==  15) ? 50 : 
  (WIDTH_BCD ==  16) ? 54 : 
  (WIDTH_BCD ==  17) ? 57 : 
  (WIDTH_BCD ==  18) ? 60 : 
  (WIDTH_BCD ==  19) ? 64 : 
  -1)
) (
  input     [WIDTH_BCD-1:0] bcd,
  output [WIDTH_BINARY-1:0] binary
);
localparam SCRATCH_WIDTH     = WIDTH_BCD + WIDTH_BINARY;
localparam NUMBER_ITERATIONS = WIDTH_BINARY;
localparam BCD_DIGIT_WIDTH   = 4;
localparam NUMBER_BCD_DIGITS = WIDTH_BCD / BCD_DIGIT_WIDTH;
wire [SCRATCH_WIDTH-1:0] scratch [NUMBER_ITERATIONS:0];
assign scratch[0] = {bcd, {WIDTH_BINARY{1'b0}}};
genvar iteration;
genvar digit;
generate
  for (iteration = 0; iteration < NUMBER_ITERATIONS; iteration = iteration + 1) begin : reverse_double_dabble
    wire [SCRATCH_WIDTH-1:0] scratch_temporary;
    shift_right #(
      .WIDTH ( SCRATCH_WIDTH )
    ) shift_right_inst (
      .data_in  ( scratch[iteration] ),
      .data_out ( scratch_temporary  )
    );
    wire [3:0] bcd_digits [NUMBER_BCD_DIGITS-1:0];
    for (digit = 0; digit < NUMBER_BCD_DIGITS; digit = digit + 1) begin : decode_bcd_digits
      assign bcd_digits[digit] = scratch_temporary[WIDTH_BINARY + BCD_DIGIT_WIDTH*digit +: BCD_DIGIT_WIDTH];
    end
    for (digit = 0; digit < NUMBER_BCD_DIGITS; digit = digit + 1) begin : subtract_3_from_bcd_digits
      assign scratch[iteration+1][WIDTH_BINARY + BCD_DIGIT_WIDTH*digit +: BCD_DIGIT_WIDTH] =
             (bcd_digits[digit] >= 8) ? bcd_digits[digit] - 3 : bcd_digits[digit];
    end
    assign scratch[iteration+1][WIDTH_BINARY-1:0] = scratch_temporary[WIDTH_BINARY-1:0];
  end
endgenerate
assign binary = scratch[NUMBER_ITERATIONS][WIDTH_BINARY-1:0];
endmodule
module shift_right #(
  parameter WIDTH     = 8,
  parameter SHIFT     = 1,
  parameter PAD_VALUE = 1'b0
) (
  input  [WIDTH-1:0] data_in,
  output [WIDTH-1:0] data_out
);
function automatic [WIDTH-1:0] shift_right_f;
  input [WIDTH-1:0] data;
  reg [2*WIDTH-1:0] data_extended;  
  begin
    if (SHIFT < WIDTH) begin
      data_extended  = {{WIDTH{PAD_VALUE[0]}}, data_in};
      shift_right_f = data_extended[SHIFT +: WIDTH];
    end else begin
      shift_right_f = {WIDTH{PAD_VALUE[0]}};
    end
  end
endfunction
assign data_out = shift_right_f(data_in);
endmodule
==> /design/flow/run.sh <==
#!/bin/bash
# OpenROAD 26Q1-2900-gdf79404cd8, Yosys 0.63+post, stock flow scripts
make -C /OpenROAD-flow-scripts/flow DESIGN_CONFIG=/design/flow/config.mk WORK_HOME=/design/flow/orfs finish
==> /design/flow/config.mk <==
export PLATFORM = sky130hd
export DESIGN_NAME = bcd_to_binary
export DESIGN_NICKNAME = bcd_to_binary
export VERILOG_FILES = /design/flow/design.v
export SDC_FILE = /design/flow/constraint.sdc
export NUM_CORES = 4
export LEC_CHECK = 1
export CORE_AREA = 10 10 70 70
export DIE_AREA = 0 0 80 80
==> /design/flow/constraint.sdc <==
current_design bcd_to_binary

set clk_period 3.2
set clk_io_pct 0.2

create_clock -name clk0 -period $clk_period

set non_clock_inputs [all_inputs -no_clocks]
set_input_delay [expr $clk_period * $clk_io_pct] -clock clk0 $non_clock_inputs
set_output_delay [expr $clk_period * $clk_io_pct] -clock clk0 [all_outputs]
==> flow_summary.json <==
{
  "cap_violations": 0,
  "finalClockPeriodUsage_pct": 111,
  "synth_area_sq_um": 489,
  "crit_chain": "buf_6 > buf_6 > ha_4 > nand2b_4 > xnor2_4 > ha_4 > and2b_1 > xnor2_2 > ha_2 > nand2b_4 > o21ai_4 > inv_2 > ha_4 > nand2b_4 > xnor2_2 > buf_2",
  "most-common-layout-cells": "buf_4, conb_1, nand2b_4, clkdlybuf4s50_1",
  "yosys.stat.seqShare_pct": 0,
  "warnings": 37,
  "synthCells": 64,
  "chipArea_sq_um": 6400,
  "setup_viol_count_final": 4,
  "coreArea_sq_um": 3420,
  "hold_violations": 0,
  "detail_route.drc_violations": 0,
  "seq_cells": 0,
  "clock_buffers": 0,
  "gr-usage-met2_pct": 6.10,
  "post-dp-hpwl_um": 1050,
  "powerDensity_nw_per_um2": 224,
  "yosys.area.top_type_share_pct": 30.7,
  "p_leak_nw": 0.432,
  "routed_wl_um": 1270,
  "die_height_um": 80,
  "crit_path_start_kind": "input pin",
  "fp.dieW_um": 80,
  "hold_path_class": "input pin to output port",
  "met3_usage_pct": 0.455,
  "antenna_found_initial": 0,
  "synth.avg_cell_area_sq_um": 7.64,
  "finalWeightedCongestion": 0.795,
  "wl_per_cell_um": 8.86,
  "lay_top_count": "buf_4",
  "synth.yosys.warnings": 2,
  "holdWs_ns": 1.28,
  "viasPerCell": 3.10,
  "yosysChipArea_sq_um": 489,
  "rsz0062_at_grt": "true",
  "detailroute.via_count": 443,
  "post-place-ws_ns": -1.22,
  "worstPathMaxFanout": 2,
  "nFillCells": 355,
  "critPathArrivalTime_ns": 2.90,
  "slew_viol_final": 0,
  "busiest_layer": "met2",
  "drive_gt1_share_pct": 53.6,
  "cp_data_required_time_ns": 2.56,
  "grtUsageTotal_pct": 3.39,
  "antenna_left": 0,
  "overflow": 0,
  "area_growth_pct": 81.3,
  "violations": "negative setup slack",
  "setup_ws_ns": -0.340,
  "drt_pre_antenna_iters": 2,
  "grt.met1_usage_pct": 4.42,
  "finalCriticalPeriod_ns": 3.54,
  "ys_cells": 64,
  "yosysUniqueCellTypes": 22,
  "max_freq_ghz": 0.283,
  "slowest_stage": "ha_2",
  "rows": 21,
  "top_area_cell": "buf_4",
  "regArea_sq_um": 0,
  "worstSetupEndpointType": "output port",
  "boundaryPins": 35,
  "initial_core_util_pct": 14.3,
  "top_cells_by_area": "buf_4, ha_1, xnor2_2",
  "grt_pass1_wl_um": 1910,
  "grt_start_max_net_pins": 7,
  "n_antenna_cell": 0,
  "io_buffers": 14,
  "status": "complete, but fails checks",
  "max_stage_delay_ns": 0.29,
  "drt-initial-drc-count": 36,
  "fin_util_pct": 26.0,
  "peakVddDrop_v": 0.0000557,
  "path_buffers": 4,
  "critPathTopFamily": "adder cells",
  "grt_pass1_vias": 453,
  "crit_type": "input pin to output port"
}
## what timing repair did
item,in CTS,in global routing
setup endpoints to repair,5,4
setup buffers,6,2
pin swaps,8,3
hold buffers,0,0
resized,28,13
## logic make-up (layout without fill, tap and decap cells)
| group | after synthesis | after routing | synth area share (%) |
|---|---|---|---|
| other | 1 | 19 | 0.767 |
| muxes | 1 | 1 | 2.05 |
| AOI/OAI and AO/OA | 11 | 11 | 17.1 |
| adders and majority gates | 5 | 5 | 12.8 |
| xor gates and xnor gates | 8 | 8 | 18.9 |
| buffers and inverters | 28 | 43 | 36.8 |
| and+or+nand+nor | 10 | 10 | 11.5 |
## report_power, final
group          switching, mW  total, mW  internal [mW]
Combinational         0.0742      0.199          0.125
Clock                      0          0              0
Sequential                 0          0              0
Total                 0.0742      0.199          0.125
## final timing paths
path | start | slack (ns) | end | cells past startpoint
setup / recovery | bcd[1] | -0.34 | binary[6] | 16
hold / removal | bcd[0] | 1.28 | binary[0] | 0
## area by class of cell
class	instances	area [sq um]	share of cell area [%]
multi-input combinational	54	514	58.0
timing repair buffer	35	283	31.9
tap	46	57.6	6.49
inverter	8	32.5	3.67
## metal layers
layer / share of wire (%) / wire length, um / vias to the layer above
met5: 0 / 0 / -
met4: 0 / 0 / 0
met3: 6.1 / 77 / 0
met2: 47 / 594 / 16
met1: 47 / 594 / 192
li1: - / - / 235
## cells in the mapped netlist (all sizes together)
cell type,instances
buf,20
inv,8
xnor2,7
ha,5
nand2b,5
nand2,4
a21oi,2
o211ai,2
o21ai,2
a21o,1
and2b,1
conb,1
mux2i,1
o21a,1
o22a,1
o22ai,1
o2bb2ai,1
xor2,1
## through the flow
step	TNS, ns	std cells	cell area [sq um]	total power [mW]
final	-0.923	143	887	0.199
after global placement	-4.67	137	788	0.170
after floorplan	-0.130	82	628	0.0952
after detailed placement	-4.76	137	788	0.171
after global routing	-1.33	143	887	0.219
after CTS	-1.02	142	818	0.176
No activity file was given, so power comes from the tool's default toggle rates.
