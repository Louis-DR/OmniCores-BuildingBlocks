`run.sh`:
```
#!/bin/bash
# OpenROAD 26Q1-2900-gdf79404cd8, Yosys 0.63+post, stock flow scripts
make -C /OpenROAD-flow-scripts/flow DESIGN_CONFIG=/design/flow/config.mk WORK_HOME=/design/flow/orfs finish
```
`config.mk`:
```
export PLATFORM = sky130hd
export DESIGN_NAME = repetition_corrector
export DESIGN_NICKNAME = repetition_corrector
export VERILOG_FILES = /design/flow/design.v
export SDC_FILE = /design/flow/constraint.sdc
export NUM_CORES = 4
export LEC_CHECK = 1
export CORE_AREA = 10 10 70 70
export DIE_AREA = 0 0 80 80
```
`constraint.sdc`:
```
current_design repetition_corrector

set clk_period 2.3
set clk_io_pct 0.2

create_clock -name clk0 -period $clk_period

set non_clock_inputs [all_inputs -no_clocks]
set_input_delay [expr $clk_period * $clk_io_pct] -clock clk0 $non_clock_inputs
set_output_delay [expr $clk_period * $clk_io_pct] -clock clk0 [all_outputs]
```
`design.v`:
```
module repetition_block_corrector #(
  parameter DATA_WIDTH = 8,
  parameter REPETITION = 3
) (
  input [REPETITION*DATA_WIDTH-1:0] block,
  output                            error,
  output           [DATA_WIDTH-1:0] corrected_data
);
localparam ONES_COUNT_WIDTH = (            
   ((REPETITION+1) <=          2) ?  1 : 
   ((REPETITION+1) <=          4) ?  2 : 
   ((REPETITION+1) <=          8) ?  3 : 
   ((REPETITION+1) <=         16) ?  4 : 
   ((REPETITION+1) <=         32) ?  5 : 
   ((REPETITION+1) <=         64) ?  6 : 
   ((REPETITION+1) <=        128) ?  7 : 
   ((REPETITION+1) <=        256) ?  8 : 
   ((REPETITION+1) <=        512) ?  9 : 
   ((REPETITION+1) <=       1024) ? 10 : 
   ((REPETITION+1) <=       2048) ? 11 : 
   ((REPETITION+1) <=       4096) ? 12 : 
   ((REPETITION+1) <=       8192) ? 13 : 
   ((REPETITION+1) <=      16384) ? 14 : 
   ((REPETITION+1) <=      32768) ? 15 : 
   ((REPETITION+1) <=      65536) ? 16 : 
   ((REPETITION+1) <=     131072) ? 17 : 
   ((REPETITION+1) <=     262144) ? 18 : 
   ((REPETITION+1) <=     524288) ? 19 : 
   ((REPETITION+1) <=    1048576) ? 20 : 
   ((REPETITION+1) <=    2097152) ? 21 : 
   ((REPETITION+1) <=    4194304) ? 22 : 
   ((REPETITION+1) <=    8388608) ? 23 : 
   ((REPETITION+1) <=   16777216) ? 24 : 
   ((REPETITION+1) <=   33554432) ? 25 : 
   ((REPETITION+1) <=   67108864) ? 26 : 
   ((REPETITION+1) <=  134217728) ? 27 : 
   ((REPETITION+1) <=  268435456) ? 28 : 
   ((REPETITION+1) <=  536870912) ? 29 : 
   ((REPETITION+1) <= 1073741824) ? 30 : 
   ((REPETITION+1) <= 2147483648) ? 31 : 
   -1);
genvar repetition_index;
genvar bit_index;
wire [REPETITION-1:0] grouped_bits [DATA_WIDTH-1:0];
generate
  for (repetition_index = 0; repetition_index < REPETITION; repetition_index = repetition_index+1) begin : gen_repetitions
    for (bit_index = 0; bit_index < DATA_WIDTH; bit_index = bit_index+1) begin : gen_bits
      assign grouped_bits[bit_index][repetition_index] = block[repetition_index*DATA_WIDTH + bit_index];
    end
  end
endgenerate
wire [DATA_WIDTH-1:0] error_position;
generate
  for (bit_index = 0; bit_index < DATA_WIDTH; bit_index = bit_index+1) begin : gen_bits
    wire all_ones  =  & grouped_bits[bit_index];
    wire all_zeros = ~| grouped_bits[bit_index];
    assign error_position[bit_index] = ~(all_ones | all_zeros);
    wire [ONES_COUNT_WIDTH-1:0] ones_count;
    count_ones #(
      .DATA_WIDTH  ( REPETITION       ),
      .COUNT_WIDTH ( ONES_COUNT_WIDTH )
    ) count_ones (
      .data  (grouped_bits[bit_index]),
      .count (ones_count)
    );
    assign corrected_data[bit_index] = (ones_count > (REPETITION / 2)) ? 1'b1 : 1'b0;
  end
endgenerate
assign error = |error_position;
endmodule
module repetition_corrector #(
  parameter DATA_WIDTH = 8,
  parameter REPETITION = 3
) (
  input                [DATA_WIDTH-1:0] data,
  input [(REPETITION-1)*DATA_WIDTH-1:0] code,
  output                                error,
  output               [DATA_WIDTH-1:0] corrected_data
);
wire [REPETITION*DATA_WIDTH-1:0] block = {code, data};
repetition_block_corrector #(
  .DATA_WIDTH ( DATA_WIDTH ),
  .REPETITION ( REPETITION )
) block_corrector (
  .block          ( block          ),
  .error          ( error          ),
  .corrected_data ( corrected_data )
);
endmodule
module count_ones #(
  parameter DATA_WIDTH  = 8,
  parameter COUNT_WIDTH = (            
   ((DATA_WIDTH+1) <=          2) ?  1 : 
   ((DATA_WIDTH+1) <=          4) ?  2 : 
   ((DATA_WIDTH+1) <=          8) ?  3 : 
   ((DATA_WIDTH+1) <=         16) ?  4 : 
   ((DATA_WIDTH+1) <=         32) ?  5 : 
   ((DATA_WIDTH+1) <=         64) ?  6 : 
   ((DATA_WIDTH+1) <=        128) ?  7 : 
   ((DATA_WIDTH+1) <=        256) ?  8 : 
   ((DATA_WIDTH+1) <=        512) ?  9 : 
   ((DATA_WIDTH+1) <=       1024) ? 10 : 
   ((DATA_WIDTH+1) <=       2048) ? 11 : 
   ((DATA_WIDTH+1) <=       4096) ? 12 : 
   ((DATA_WIDTH+1) <=       8192) ? 13 : 
   ((DATA_WIDTH+1) <=      16384) ? 14 : 
   ((DATA_WIDTH+1) <=      32768) ? 15 : 
   ((DATA_WIDTH+1) <=      65536) ? 16 : 
   ((DATA_WIDTH+1) <=     131072) ? 17 : 
   ((DATA_WIDTH+1) <=     262144) ? 18 : 
   ((DATA_WIDTH+1) <=     524288) ? 19 : 
   ((DATA_WIDTH+1) <=    1048576) ? 20 : 
   ((DATA_WIDTH+1) <=    2097152) ? 21 : 
   ((DATA_WIDTH+1) <=    4194304) ? 22 : 
   ((DATA_WIDTH+1) <=    8388608) ? 23 : 
   ((DATA_WIDTH+1) <=   16777216) ? 24 : 
   ((DATA_WIDTH+1) <=   33554432) ? 25 : 
   ((DATA_WIDTH+1) <=   67108864) ? 26 : 
   ((DATA_WIDTH+1) <=  134217728) ? 27 : 
   ((DATA_WIDTH+1) <=  268435456) ? 28 : 
   ((DATA_WIDTH+1) <=  536870912) ? 29 : 
   ((DATA_WIDTH+1) <= 1073741824) ? 30 : 
   ((DATA_WIDTH+1) <= 2147483648) ? 31 : 
   -1)
) (
  input   [DATA_WIDTH-1:0] data,
  output [COUNT_WIDTH-1:0] count
);
function [COUNT_WIDTH-1:0] count_ones_f;
  input [DATA_WIDTH-1:0] data;
  integer bit_index;
  begin
    count_ones_f = 0;
    for (bit_index = 0; bit_index < DATA_WIDTH; bit_index = bit_index+1) begin
      if (data[bit_index]) begin
        count_ones_f = count_ones_f + 1;
      end
    end
  end
endfunction
assign count = count_ones_f(data);
endmodule
```
==> impl_metrics.ini <==
; implementation run metrics
[status]
status = finished clean

[setup_path]
startpoint_type = primary input
critPathRequiredTime_ps = 1840
cp-startpoint = code[2]
cp_max_fo = 3
cp-end-kind = output pin
path_class = in -> out
arrival_ps = 1740

[detailed_routing]
first_iter_violations = 4
dr_total_vias = 377
routed_wl_um = 1050
drt-pass1-iter-count = 4
viasPerCell = 3.34
drtAntennaViolNets = 0
num_antenna_cells = 0
drc = 0
wl_per_cell_um = 9.30

[placed_design]
place_inst = 113
hpwl_um = 964
port_buffers = 33
gp_congestion = 0.789

[final_timing]
setup-tns-final_ps = 0
post-route-min-period_ps = 2200
hold_violations = 0
tightest_slew_ps = 160
maxSlewViolCount = 0
timing.fmax_ghz = 0.454
slew-limit-headroom = 0.892
setup_viol = 0
rsz0062_at_grt = no
finalCritPeriodShare = 0.957

[run]
drv_cap = 0
warnings = 32

[pwr]
total_power_mw = 0.0848
ir_drop_mv = 0.0353
p_leak_nw = 0.274
p_per_area_mw_per_mm2 = 133

[die]
num_rows = 21
die_w_um = 80
pin_count = 33
dieArea_mm2 = 0.00640
fp.coreArea_mm2 = 0.00342
fp_util = 0.0593
dieHeight_um = 80

[synth]
ys_types = 5
ys_seq_frac = 0
syn_inst = 29
yosys_warnings = 2
synth-area-yosys_um2 = 203
synth.avg_cell_area_um2 = 6.99
ys_cells = 29
syn-cell-area_um2 = 203

[global_routing]
met3_usage = 0.0136
antenna_found_initial = 0
use_met1 = 0.0303
grt_start_max_net_pins = 4
grt-ovfl-total = 0
track_usage = 0.0300
grt_pass1_wl_um = 1630
top_usage_layer = met2
grt_pass1_vias = 385
met2_usage = 0.0578

[finish]
design.seq.count = 0
final_cells = 113
layout-drive-gt1-share = 0.194
ff_latch_area_um2 = 0
final_cell_mix = dlygate4sd2_1 (24), and3_1 (8), maj3_1 (8), clkdlybuf4s50_1 (8), nor3_2 (7)
final_common_cell = dlygate4sd2_1
area_growth_pct = 215
clockBufferCount = 0

[clock_network]
post_cts_buffers = 0

[min_path]
min_from = code[9]
hold_path_end = error
holdPathStages = 5
min_path_type = in -> out
==> layout make-up <==
class | instances | area (um2)
tap | 46 | 57.6
multi-input combinational | 29 | 244
timing repair buffer | 38 | 338
fill | 400 | 2780
==> power by group <==
part	switching [mW]	internal (mW)	leakage [nW]
Sequential	0	0	0
Clock	0	0	0
Combinational	0.0274	0.0573	0.274
==> critical path: stages <==
cell and delay (ps):
dlygate4sd2_1 260, nor3_2 190, o22ai_2 100, or4_1 520
clkdlybuf4s15_1 200
==> through the flow <==
step | setup slack, ps | cell area (um2) | utilization | hold slack (ps)
4_1_cts | 67.2 | 622 | 0.182 | 1670
3_3_place_gp | -313 | 628 | 0.184 | 2030
2_1_floorplan | 673 | 203 | - | 1020
6_report | 98.6 | 639 | 0.187 | 1600
3_5_place_dp | -333 | 628 | 0.184 | 2030
5_1_grt | 2.47 | 639 | 0.187 | 1720
==> how the worst max path moves through the flow <==
stage                    to  slack, ps  cells after the start
final                 error        100                      5
after global routing  error          2                      5
after CTS             error         70                      5
==> logic make-up (layout without fill, tap and decap cells) <==
kind of cell | count (synthesis) | after routing | synth area share
buffers and inverters | 0 | 38 | 0
AND-OR/OR-AND | 4 | 4 | 0.123
adder cells (fa/ha/maj) | 8 | 8 | 0.395
AND/OR/NAND/NOR | 17 | 17 | 0.482
==> what timing repair did <==
| action | 4_1_cts | 5_1_grt |
|---|---|---|
| cloned | 0 | 0 |
| endpoints found under the hold margin | 0 | 0 |
| gates resized | 30 | 4 |
| hold buffers | 0 | 0 |
| pin swaps | 3 | 3 |
| setup endpoints to repair | 1 | 1 |
==> per-layer routing <==
| metal | wire [um] | up-vias | share of wire |
|---|---|---|---|
| li1 | - | 201 | - |
| met2 | 487 | 18 | 0.46 |
| met3 | 168 | 0 | 0.16 |
| met4 | 0 | 0 | 0 |
| met1 | 395 | 158 | 0.38 |
| met5 | 0 | - | 0 |
==> synth_stat cells <==
cell type / n / area share
and3_1: 8 / 0.25
maj3_1: 8 / 0.40
nor3_1: 8 / 0.20
o22ai_1: 4 / 0.12
or4_1: 1 / 0.037
Power is estimated from default activity; no workload was simulated.
