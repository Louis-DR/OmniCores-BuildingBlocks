`flow/design.v`:
```
module reorder_buffer_controller #(
  parameter WIDTH       = 8,
  parameter DEPTH       = 8,
  parameter INDEX_WIDTH = $clog2(DEPTH)
) (
  input                    clock,
  input                    resetn,
  output logic             reserve_full,
  output logic             reserve_empty,
  output logic             data_full,
  output logic             data_empty,
  input                    reserve_enable,
  output [INDEX_WIDTH-1:0] reserve_index,
  input                    write_enable,
  input  [INDEX_WIDTH-1:0] write_index,
  input        [WIDTH-1:0] write_data,
  output logic             write_error,
  input                    read_enable,
  output       [WIDTH-1:0] read_data,
  output                   memory_clock,
  output logic             memory_write_enable,
  output [INDEX_WIDTH-1:0] memory_write_address,
  output       [WIDTH-1:0] memory_write_data,
  output logic             memory_read_enable,
  output [INDEX_WIDTH-1:0] memory_read_address,
  input        [WIDTH-1:0] memory_read_data
);
logic [DEPTH-1:0] reserved;
logic [DEPTH-1:0] reserved_next;
logic [DEPTH-1:0] valid;
logic [DEPTH-1:0] valid_next;
logic [INDEX_WIDTH:0] reserve_pointer;
logic [INDEX_WIDTH:0] reserve_pointer_next;
logic [INDEX_WIDTH:0] read_pointer;
logic [INDEX_WIDTH:0] read_pointer_next;
logic  reserve_full_next;
assign reserve_full_next =  reserve_pointer_next[INDEX_WIDTH-1:0] == read_pointer_next[INDEX_WIDTH-1:0]
                         && reserve_pointer_next[INDEX_WIDTH]     != read_pointer_next[INDEX_WIDTH];
logic  reserve_empty_next;
assign reserve_empty_next =  reserve_pointer_next[INDEX_WIDTH-1:0] == read_pointer_next[INDEX_WIDTH-1:0]
                          && reserve_pointer_next[INDEX_WIDTH]     == read_pointer_next[INDEX_WIDTH];
logic  data_full_next;
assign data_full_next = &valid_next;
logic  data_empty_next;
assign data_empty_next = ~|valid_next;
always_comb begin
  reserve_pointer_next = reserve_pointer;
  read_pointer_next    = read_pointer;
  reserved_next        = reserved;
  valid_next           = valid;
  if (reserve_enable) begin
    reserved_next [reserve_pointer[INDEX_WIDTH-1:0]] = 1'b1;
    reserve_pointer_next = reserve_pointer + 1;
  end
  if (write_enable) begin
    valid_next  [write_index] = 1'b1;
  end
  if (read_enable) begin
    valid_next    [read_pointer[INDEX_WIDTH-1:0]] = 1'b0;
    reserved_next [read_pointer[INDEX_WIDTH-1:0]] = 1'b0;
    read_pointer_next = read_pointer + 1;
  end
end
assign reserve_index = reserve_pointer[INDEX_WIDTH-1:0];
assign write_error = write_enable && (!reserved[write_index] || valid[write_index]);
always_ff @(posedge clock or negedge resetn) begin
  if (!resetn) begin
    reserve_full    <= 0;
    reserve_empty   <= 1;
    data_full       <= 0;
    data_empty      <= 1;
    reserve_pointer <= 0;
    read_pointer    <= 0;
    reserved        <= 0;
    valid           <= 0;
  end
  else begin
    reserve_full    <= reserve_full_next;
    reserve_empty   <= reserve_empty_next;
    data_full       <= data_full_next;
    data_empty      <= data_empty_next;
    reserve_pointer <= reserve_pointer_next;
    read_pointer    <= read_pointer_next;
    reserved        <= reserved_next;
    valid           <= valid_next;
  end
end
assign memory_clock         = clock;
assign memory_write_enable  = write_enable;
assign memory_write_address = write_index;
assign memory_write_data    = write_data;
assign memory_read_enable   = read_enable;
assign memory_read_address  = read_pointer[INDEX_WIDTH-1:0];
assign read_data            = memory_read_data;
endmodule
module valid_ready_reorder_buffer #(
  parameter WIDTH       = 8,
  parameter DEPTH       = 8,
  parameter INDEX_WIDTH = $clog2(DEPTH)
) (
  input                    clock,
  input                    resetn,
  output logic             reserve_full,
  output logic             reserve_empty,
  output logic             data_full,
  output logic             data_empty,
  input                    reserve_valid,
  output [INDEX_WIDTH-1:0] reserve_index,
  output                   reserve_ready,
  input                    write_valid,
  input  [INDEX_WIDTH-1:0] write_index,
  input        [WIDTH-1:0] write_data,
  output                   write_ready,
  output logic             write_error,
  output                   read_valid,
  output       [WIDTH-1:0] read_data,
  input                    read_ready
);
logic  reserve_enable;
logic    write_enable;
logic     read_enable;
assign reserve_enable = reserve_valid & reserve_ready;
assign   write_enable =   write_valid &   write_ready;
assign    read_enable =    read_valid &    read_ready;
assign reserve_ready = ~reserve_full;
assign   write_ready = 1'b1;   
assign    read_valid = ~data_empty;
logic                   memory_write_enable;
logic [INDEX_WIDTH-1:0] memory_write_address;
logic       [WIDTH-1:0] memory_write_data;
logic                   memory_read_enable;
logic [INDEX_WIDTH-1:0] memory_read_address;
logic       [WIDTH-1:0] memory_read_data;
reorder_buffer_controller #(
  .WIDTH ( WIDTH ),
  .DEPTH ( DEPTH )
) controller (
  .clock                ( clock                ),
  .resetn               ( resetn               ),
  .reserve_full         ( reserve_full         ),
  .reserve_empty        ( reserve_empty        ),
  .data_full            ( data_full            ),
  .data_empty           ( data_empty           ),
  .reserve_enable       ( reserve_enable       ),
  .reserve_index        ( reserve_index        ),
  .write_enable         ( write_enable         ),
  .write_index          ( write_index          ),
  .write_data           ( write_data           ),
  .write_error          ( write_error          ),
  .read_enable          ( read_enable          ),
  .read_data            ( read_data            ),
  .memory_clock         ( memory_clock         ),
  .memory_write_enable  ( memory_write_enable  ),
  .memory_write_address ( memory_write_address ),
  .memory_write_data    ( memory_write_data    ),
  .memory_read_enable   ( memory_read_enable   ),
  .memory_read_address  ( memory_read_address  ),
  .memory_read_data     ( memory_read_data     )
);
simple_dual_port_ram #(
  .WIDTH           ( WIDTH ),
  .DEPTH           ( DEPTH ),
  .SEQUENTIAL_READ ( 0     )
) memory (
  .clock         ( memory_clock         ),
  .write_enable  ( memory_write_enable  ),
  .write_address ( memory_write_address ),
  .write_data    ( memory_write_data    ),
  .read_enable   ( memory_read_enable   ),
  .read_address  ( memory_read_address  ),
  .read_data     ( memory_read_data     )
);
endmodule
module simple_dual_port_ram #(
  parameter WIDTH = 8,
  parameter DEPTH = 16,
  parameter WRITE_THROUGH    = 0,
  parameter SEQUENTIAL_READ  = 1,
  parameter READ_RETURN_TO_X = 0,
  parameter ADDRESS_WIDTH    = (            
   ((DEPTH) <=          2) ?  1 : 
   ((DEPTH) <=          4) ?  2 : 
   ((DEPTH) <=          8) ?  3 : 
   ((DEPTH) <=         16) ?  4 : 
   ((DEPTH) <=         32) ?  5 : 
   ((DEPTH) <=         64) ?  6 : 
   ((DEPTH) <=        128) ?  7 : 
   ((DEPTH) <=        256) ?  8 : 
   ((DEPTH) <=        512) ?  9 : 
   ((DEPTH) <=       1024) ? 10 : 
   ((DEPTH) <=       2048) ? 11 : 
   ((DEPTH) <=       4096) ? 12 : 
   ((DEPTH) <=       8192) ? 13 : 
   ((DEPTH) <=      16384) ? 14 : 
   ((DEPTH) <=      32768) ? 15 : 
   ((DEPTH) <=      65536) ? 16 : 
   ((DEPTH) <=     131072) ? 17 : 
   ((DEPTH) <=     262144) ? 18 : 
   ((DEPTH) <=     524288) ? 19 : 
   ((DEPTH) <=    1048576) ? 20 : 
   ((DEPTH) <=    2097152) ? 21 : 
   ((DEPTH) <=    4194304) ? 22 : 
   ((DEPTH) <=    8388608) ? 23 : 
   ((DEPTH) <=   16777216) ? 24 : 
   ((DEPTH) <=   33554432) ? 25 : 
   ((DEPTH) <=   67108864) ? 26 : 
   ((DEPTH) <=  134217728) ? 27 : 
   ((DEPTH) <=  268435456) ? 28 : 
   ((DEPTH) <=  536870912) ? 29 : 
   ((DEPTH) <= 1073741824) ? 30 : 
   ((DEPTH) <= 2147483648) ? 31 : 
   -1)
) (
  input                     clock,
  input                     write_enable,
  input [ADDRESS_WIDTH-1:0] write_address,
  input         [WIDTH-1:0] write_data,
  input                     read_enable,
  input [ADDRESS_WIDTH-1:0] read_address,
  output        [WIDTH-1:0] read_data
);
reg [WIDTH-1:0] memory [DEPTH-1:0];
always @(posedge clock) begin
  if (write_enable) memory[write_address] <= write_data;
end
wire same_address = write_address == read_address;
if (SEQUENTIAL_READ) begin
  reg [WIDTH-1:0] registered_read_data;
  always @(posedge clock) begin
    if (read_enable) begin
      if (WRITE_THROUGH && write_enable && same_address) begin
        registered_read_data <= write_data;
      end else begin
        registered_read_data <= memory[read_address];
      end
    end else if (READ_RETURN_TO_X) begin
      registered_read_data <= 'x;
    end
  end
  assign read_data = registered_read_data;
end
else begin
  assign read_data = (WRITE_THROUGH && write_enable && same_address) ? write_data : memory[read_address];
end
endmodule
```
`flow/run.sh`:
```
#!/bin/bash
# OpenROAD 26Q1-2900-gdf79404cd8, Yosys 0.63+post, stock flow scripts
make -C /OpenROAD-flow-scripts/flow DESIGN_CONFIG=/design/flow/config.mk WORK_HOME=/design/flow/orfs finish
```
`flow/config.mk`:
```
export PLATFORM = sky130hd
export DESIGN_NAME = valid_ready_reorder_buffer
export DESIGN_NICKNAME = valid_ready_reorder_buffer
export VERILOG_FILES = /design/flow/design.v
export SDC_FILE = /design/flow/constraint.sdc
export NUM_CORES = 4
export LEC_CHECK = 1
export CORE_UTILIZATION = 30
```
`flow/constraint.sdc`:
```
current_design valid_ready_reorder_buffer

set clk_period 4.1
set clk_io_pct 0.2

create_clock -name clk0 -period $clk_period [get_ports {clock}]

set non_clock_inputs [all_inputs -no_clocks]
set_input_delay [expr $clk_period * $clk_io_pct] -clock clk0 $non_clock_inputs
set_output_delay [expr $clk_period * $clk_io_pct] -clock clk0 [all_outputs]
```
==> impl_metrics.csv <==
group,metric,value,unit
synthesis,synthArstFlopShare,30.4,%
timing,period_used_share,89.8,%
clocking,cts.repair.resized,0,
global_routing,grt_pass1_vias,2481,
clocking,clockBufferDepth,2,
timing,hold_viol_final,0,
synthesis,aoi_share,7.42,%
detailed_routing,avgViaCountPerCell,4.73,
detailed_routing,diodes,0,
timing,skew,0.00676,ns
global_routing,grt_pass1_wl,12800,um
floorplanning,die_area,14300,sq um
global_routing,grt.overflow.total,0,
placement,numPortBuffers,33,
timing,grt_setup_unrepaired,"no",
timing,slew-limit-headroom,53.6,%
clocking,cts_made_buffers,9,
timing,period_minus_slack,3.68,ns
pwr,peakVddDrop,0.288,mV
synthesis,ys_warn_count,3,
floorplanning,fp_util,31.1,%
synthesis,synth_area,4150,sq um
synthesis,ys_cells,276,
detailed_routing,wl,7930,um
synthesis,ys_area,4150,sq um
placement,dp_hpwl,5430,um
synthesis,yosysSeqAreaShare,63.3,%
cells_and_area,final_cell_mix,"64 x edfxtp_1, 33 x clkdlybuf4s50_1, 26 x dfrtp_1, 20 x nor2_1, 17 x mux4_2",
worst_setup_path,r2r_setup_slack,1.45,ns
clocking,cts_tree,"yes",
synthesis,xor_area_share,3.17,%
worst_setup_path,critPathKind,"input pin to output pin",
worst_setup_path,worstSetupStartpointType,"input pin",
clocking,clock-sinks,92,
worst_setup_path,end_kind,"output pin",
global_routing,grt_start_max_net_pins,29,
pwr,p_total,3250,uW
pwr,power_density,650,nW/um^2
clocking,htree_levels,3,
timing,worst_pin_slew,0.697,ns
cells_and_area,synthToLayoutAreaGrowth,20.7,%
clocking,clockRootBuffer,"clkbuf_16",
detailed_routing,ant_nets,0,
synthesis,ys_sh_mux,11.9,%
timing,slew_violations,0,
floorplanning,fp-row-count,42,
detailed_routing,drc_errors,0,
synthesis,synthSimpleGateAreaFrac,6.72,%
clocking,worstSkewPairLatency,0.33,ns
global_routing,grt_antenna_before_repair,0,
cells_and_area,drive_gt1_share,18.9,%
synthesis,ys_ff,92,
worst_setup_path,critPathArrivalTime,2.86,ns
detailed_routing,vias,2356,
worst_setup_path,cp_max_fo,15,
synthesis,area_leaders,"edfxtp_1 46%, dfrtp_1 16%, mux4_2 9.2%, ha_1 3.9%, mux2_2 2.7%",
worst_setup_path,critical_path_required,3.28,ns
global_routing,track_usage,12.3,%
run,maxCapViolations,0,
floorplanning,die_width,120,um
synthesis,top_cell_area_share,46.3,%
timing,finalSetupViolCount,0,
synthesis,ys_types,42,
pwr,leakage,0.00180,uW
synthesis,edf_count,64,
clocking,cts_setup_buffers,0,
detailed_routing,first_pass_iters,4,
worst_hold_path,hold_class,"flop to flop",
synthesis,synth_cells,276,
run,warnings,35,
cells_and_area,layout.cells.most_common,"edfxtp_1",
synthesis,top_logic_kind,"multiplexers",
synthesis,fa_ha_area_share,3.92,%
cells_and_area,fillers,1248,
floorplanning,die_h,120,um
detailed_routing,wl_per_cell,15.9,um
placement,place.gp.congestion,0.853,
clocking,ctsHoldBuffers,0,
synthesis,avgSynthCellArea,15.0,sq um
synthesis,ff_type,"edfxtp_1",
detailed_routing,drt-initial-drc-count,143,
floorplanning,core,13300,sq um
floorplanning,pin_count,35,
clocking,clk_pin_slew,0.07,ns
synthesis,yosysTopAreaCell,"edfxtp_1",
timing,setup_tns,0,ns
timing,fmax,272,MHz
run_status,outcome,"complete, no violations",
cell families (layout without fill, tap and decap cells):
logic type                 Yosys count  after routing
adders and majority gates           13             13
other                                1              1
and+or+nand+nor                     53             53
buffers and inverters               30             76
muxes                               27             27
xor gates and xnor gates            15             15
AOI/OAI and AO/OA                   45             45
DFF                                 92             92
cells in the mapped netlist, drive strengths merged, types with 2 or more instances:
library cell,number
nor2,20
mux2,10
buf,13
a21oi,13
edfxtp,64
inv,15
xor2,7
ha,13
nand2b,3
dfstp,2
nand2,8
nor2b,3
clkbuf,2
o22ai,2
nor3b,2
mux4,17
nand4,2
xnor2,8
and2,2
a32oi,4
nor4,2
nor3,5
o21ai,3
a211oi,3
nand3b,2
dfrtp,26
a31oi,15
final cells by class:
class / count / area (sq um) / area share (%)
Inverter: 15 / 56.3 / 1.12
Multi-Input combinational cell: 154 / 1380 / 27.6
Timing Repair Buffer: 45 / 433 / 8.65
Sequential cell: 92 / 2630 / 52.4
Tap cell: 176 / 220 / 4.40
Clock inverter: 7 / 67.6 / 1.35
Clock buffer: 9 / 225 / 4.50
metrics by stage:
stage | instance area, sq um | util, % | setup slack [ns] | hold WS [ns] | instances
global route | 5010 | 37.5 | 0.279 | 0.557 | 498
detailed placement | 4710 | 35.3 | 0.422 | 0.500 | 482
global placement | 4710 | 35.3 | 0.465 | 0.495 | 482
CTS | 5010 | 37.5 | 0.421 | 0.518 | 498
finish | 5010 | 37.5 | 0.420 | 0.515 | 498
floorplan | 4150 | - | 1.48 | 0.463 | 276
registers in the layout (all words and copies together), names as in the netlist:
signal	flops
memory.memory	64
controller.read_pointer	4
controller.data_full	1
controller.reserve_pointer	4
controller.valid	8
controller.reserve_empty	1
controller.reserve_full	1
controller.data_empty	1
controller.reserved	8
worst paths after layout:
path / startpoint / end / cells past startpoint
max: write_index[1] / write_error / 5
min: controller.read_pointer[3]$_DFF_PN0_ / controller.read_pointer[3]$_DFF_PN0_ / 2
max reg2reg: controller.read_pointer[1]$_DFF_PN0_ / controller.data_empty$_DFF_PN1_ / 7
min reg2reg: controller.read_pointer[3]$_DFF_PN0_ / controller.read_pointer[3]$_DFF_PN0_ / 2
max in group asynchronous: resetn / controller.data_empty$_DFF_PN1_ / 2
min in group asynchronous: resetn / controller.reserve_full$_DFF_PN0_ / 2
where the power goes:
part	internal (uW)	leakage (uW)	total, uW	switching [uW]
Clock	427	0.000145	791	365
Combinational	635	0.000734	1120	486
Sequential	1140	0.000917	1340	200
worst max-delay path: stages:
cell and delay, ns:
clkdlybuf4s50_1 0.77, a32oi_1 0.19, mux4_2 0.48, and2_1 0.19, clkdlybuf4s50_1 0.41
routing by layer:
| layer | global-route usage [%] | up-vias | part of all wire, % |
|---|---|---|---|
| li1 | - | 1129 | - |
| met1 | 16.6 | 1144 | 43 |
| met2 | 20.4 | 71 | 50 |
| met3 | 4.37 | 12 | 6.0 |
| met4 | 1.41 | 0 | 1.2 |
| met5 | 0 | - | 0 |
Power is estimated from default activity; no workload was simulated.
