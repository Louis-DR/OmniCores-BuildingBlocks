==> design/flow/design.v <==
module binary_to_bcd #(
  parameter WIDTH_BINARY = 8,
  parameter WIDTH_BCD    = ( 
  (WIDTH_BINARY <=  3) ?  1 : 
  (WIDTH_BINARY <=  6) ?  2 : 
  (WIDTH_BINARY <=  9) ?  3 : 
  (WIDTH_BINARY <= 13) ?  4 : 
  (WIDTH_BINARY <= 16) ?  5 : 
  (WIDTH_BINARY <= 19) ?  6 : 
  (WIDTH_BINARY <= 23) ?  7 : 
  (WIDTH_BINARY <= 26) ?  8 : 
  (WIDTH_BINARY <= 29) ?  9 : 
  (WIDTH_BINARY <= 33) ? 10 : 
  (WIDTH_BINARY <= 36) ? 11 : 
  (WIDTH_BINARY <= 39) ? 12 : 
  (WIDTH_BINARY <= 43) ? 13 : 
  (WIDTH_BINARY <= 46) ? 14 : 
  (WIDTH_BINARY <= 49) ? 15 : 
  (WIDTH_BINARY <= 53) ? 16 : 
  (WIDTH_BINARY <= 56) ? 17 : 
  (WIDTH_BINARY <= 59) ? 18 : 
  (WIDTH_BINARY <= 63) ? 19 : 
  (WIDTH_BINARY <= 64) ? 20 : 
  -1) * 4
) (
  input [WIDTH_BINARY-1:0] binary,
  output   [WIDTH_BCD-1:0] bcd
);
localparam SCRATCH_WIDTH     = WIDTH_BCD + WIDTH_BINARY;
localparam NUMBER_ITERATIONS = WIDTH_BINARY;
localparam BCD_DIGIT_WIDTH   = 4;
localparam NUMBER_BCD_DIGITS = WIDTH_BCD / BCD_DIGIT_WIDTH;
wire [SCRATCH_WIDTH-1:0] scratch [NUMBER_ITERATIONS:0];
assign scratch[0] = {{WIDTH_BCD{1'b0}}, binary};
genvar iteration;
genvar digit;
generate
  for (iteration = 0; iteration < NUMBER_ITERATIONS; iteration = iteration + 1) begin : double_dabble
    wire [3:0] bcd_digits [NUMBER_BCD_DIGITS-1:0];
    for (digit = 0; digit < NUMBER_BCD_DIGITS; digit = digit + 1) begin : decode_bcd_digits
      assign bcd_digits[digit] = scratch[iteration][WIDTH_BINARY + BCD_DIGIT_WIDTH*digit +: BCD_DIGIT_WIDTH];
    end
    wire [SCRATCH_WIDTH-1:0] scratch_temporary;
    for (digit = 0; digit < NUMBER_BCD_DIGITS; digit = digit + 1) begin : add_3_to_bcd_digits
      assign scratch_temporary[WIDTH_BINARY + BCD_DIGIT_WIDTH*digit +: BCD_DIGIT_WIDTH] =
             (bcd_digits[digit] >= 5) ? bcd_digits[digit] + 3 : bcd_digits[digit];
    end
    assign scratch_temporary[WIDTH_BINARY-1:0] = scratch[iteration][WIDTH_BINARY-1:0];
    shift_left #(
      .WIDTH ( SCRATCH_WIDTH )
    ) shift_left_inst (
      .data_in  ( scratch_temporary    ),
      .data_out ( scratch[iteration+1] )
    );
  end
endgenerate
assign bcd = scratch[NUMBER_ITERATIONS][WIDTH_BINARY +: WIDTH_BCD];
endmodule
module shift_left #(
  parameter WIDTH     = 8,
  parameter SHIFT     = 1,
  parameter PAD_VALUE = 1'b0
) (
  input  [WIDTH-1:0] data_in,
  output [WIDTH-1:0] data_out
);
function automatic [WIDTH-1:0] shift_left_f;
  input [WIDTH-1:0] data;
  reg [2*WIDTH-1:0] data_extended;  
  begin
    if (SHIFT < WIDTH) begin
      data_extended  = {data, {WIDTH{PAD_VALUE[0]}}};
      shift_left_f = data_extended[WIDTH - SHIFT +: WIDTH];
    end else begin
      shift_left_f = {WIDTH{PAD_VALUE[0]}};
    end
  end
endfunction
assign data_out = shift_left_f(data_in);
endmodule
==> design/flow/run.sh <==
#!/bin/bash
# OpenROAD 26Q1-2900-gdf79404cd8, Yosys 0.63+post, stock flow scripts
make -C /OpenROAD-flow-scripts/flow DESIGN_CONFIG=/design/flow/config.mk WORK_HOME=/design/flow/orfs finish
==> design/flow/config.mk <==
export PLATFORM = sky130hd
export DESIGN_NAME = binary_to_bcd
export DESIGN_NICKNAME = binary_to_bcd
export VERILOG_FILES = /design/flow/design.v
export SDC_FILE = /design/flow/constraint.sdc
export NUM_CORES = 4
export LEC_CHECK = 1
export CORE_AREA = 10 10 70 70
export DIE_AREA = 0 0 80 80
==> design/flow/constraint.sdc <==
current_design binary_to_bcd

set clk_period 8.0
set clk_io_pct 0.2

create_clock -name clk0 -period $clk_period

set non_clock_inputs [all_inputs -no_clocks]
set_input_delay [expr $clk_period * $clk_io_pct] -clock clk0 $non_clock_inputs
set_output_delay [expr $clk_period * $clk_io_pct] -clock clk0 [all_outputs]
==> qor.csv <==
metric,value,unit
cp-start-kind,input port,
period_used_share,0.960,
die_w,80,um
io_buffers,16,
syn_inst,135,
gp_congestion,0.903,
flop-count,0,
max_stage_delay,0.47,ns
synthDistinctLibCells,50,
core,3420,um2
warning_count,35,
p_int,0.0000970,W
drv_slew,0,
grt_overflow,0,
synth.avg_cell_area,7.07,um2
combPwrFrac,1.000,
die_y,80,um
detail_route.iter0.violations,63,
drive_above_1_share,0.169,
routed_wl,2440,um
instances_no_fill,200,
drc,0,
p_sw,0.0000866,W
hold_path.class,input port to primary output,
ys_cells,135,
drt_pre_antenna_iters,5,
fmax,130,MHz
grt_pass1_wl,4290,um
cp_cell_sequence,clkdlybuf4s50_1 > inv_1 > ha_2 > o21ai_1 > xnor2_1 > buf_4 > ha_1 > nand2b_1 > a32oi_4 > xnor2_2 > ha_2 > nor2b_4 > nor2_1 > mux2_4 > nand2b_1 > ha_2 > a21oi_4 > nor2_1 > a21o_1 > nor2_1 > nand3_1 > nand4_1 > clkdlybuf4s50_1,
crit_required,6.40,ns
num_antenna_cells,0,
clkPwrFrac,0,
grt_use_total,0.0753,
grt_max_degree,12,
synth_area,955,um2
setup_viol,0,
antenna_found_initial,0,
dieArea,6400,um2
drv_cap,0,
status,completed,
setup.worst_path.end_class,primary output,
worstPathMaxFanout,5,
grt_pass1_vias,980,
antenna_left,0,
p_seq_frac,0,
period_minus_slack,7.68,ns
num_vias,1050,
clock_buffers,0,
setup.worst_path.class,input port to primary output,
largest_area_cell,ha_1,
seq_area,0,um2
power.density,145,nW/um2
cp_num_buf_inv,4,
path_delay_family,buffers and inverters,
slowest_stage,clkdlybuf4s50_1,
ys_warn_count,2,
setup_slack,0.323,ns
ys_seq_frac,0,
io_pins,20,
topCellsByArea,"ha_1, o21ai_0, a21oi_1",
placed_cells,198,
ir_worst_vdd,0.0923,mV
vias_per_cell,5.25,
p_leak,0.537,nW
place_hpwl,1930,um
rows,21,
hold_viol,0,
wl_per_cell,12.2,um
p_sw_frac,0.472,
fp_util,0.279,
cp.arrival,6.08,ns
pre_cts_ws,-0.100,ns
syn_to_final_growth,32.5,%
holdBufCountCts,0,
yosysTopAreaCellShare,0.105,
yosys_area,955,um2
## per-layer routing
metal / up-vias / track usage / share of wire
met4: 0 / 0 / 0
met5: - / 0 / 0
met1: 470 / 0.102 / 0.49
met2: 17 / 0.132 / 0.47
li1: 563 / - / -
met3: 0 / 0.00909 / 0.041
## placed cells by master, fill, tap and decap left out, types with 2 or more instances in the layout
cell type	count
nor2b_1	2
nor3_1	2
inv_1	6
nor2_1	8
a41oi_1	2
buf_4	6
clkdlybuf4s50_1	15
conb_1	2
mux2_4	2
o211ai_1	3
or3_1	3
o211a_1	3
nand2_1	10
mux2_2	2
a21o_1	3
nand2b_1	4
o21ai_0	10
a22oi_1	2
xnor2_1	3
o21ai_1	4
ha_2	4
a211oi_1	2
nand3_1	5
ha_1	4
nand3b_1	2
a21oi_1	9
mux2i_1	4
## cells by family after synthesis
kind of cell | synth area share
xor gates and xnor gates | 0.0550
muxes | 0.0891
AOI/OAI and AO/OA | 0.431
buffers and inverters | 0.0629
other | 0.00393
adders and majority gates | 0.105
and+or+nand+nor | 0.253
## repair_timing
action,CTS,global route
cloned,0,0
setup buffers,0,2
pin swaps,0,4
resized,2,18
endpoints found under the setup margin,5,8
## area by class of cell
cell class                      instances  area, um2
Inverter                                6       22.5
Tap cell                               46       57.6
Multi-Input combinational cell        125        966
Timing Repair Buffer                   23        219
Fill cell                             348       2150
## power groups by stage
stage / sequential (W) / clock, W / combinational, W
after CTS: 0 / 0 / 0.000173
after global routing: 0 / 0 / 0.000206
final: 0 / 0 / 0.000184
## final timing paths
check / from / endpoint / slack [ns] / cells after the start
max: binary[6] / bcd[8] / 0.32 / 23
min: binary[0] / bcd[0] / 3.20 / 0
## Yosys cell counts (all sizes together) (2+ instances only)
library cell and instances:
a21oi 11, inv 6, nand3 5, nand2b 4
nand2 10, or3 4, ha 8, o211a 3
nor3 2, xor2 2, nand3b 2, nor2 8
nor2b 3, o211ai 3, o2111ai 2, buf 4
mux2i 4, a21o 3, a22oi 2, nor3b 2
a41oi 2, a211oi 2, a221oi 2, o21ai 14
mux2 4, xnor2 4
## metrics by stage
step	hold slack (ns)	setup TNS [ns]	total power, W	cell area [um2]	util
3_5_place_dp	3.20	-0.220	0.000170	1180	0.344
2_1_floorplan	3.27	0	0.000109	958	-
3_3_place_gp	3.20	-0.107	0.000169	1180	0.344
4_1_cts	3.20	0	0.000173	1180	0.345
6_report	3.20	0	0.000184	1260	0.370
5_1_grt	3.20	-0.00161	0.000206	1260	0.370
Power and IR drop assume default switching activity.
